==> flow/design.v <==
module print(
	input clk,
	input[3:0]a,
	input[3:0]b,
	input[3:0]c,
	input[3:0]d,
	input sa,
	input sb,
	input sc,
	input sd,
	output reg[6:0]a_to_g,
	output reg[3:0]en);
	reg[31:0]ccnt;
	reg[3:0]num;
	always@(posedge clk)
	begin
		ccnt=ccnt+1;
		if(ccnt[16:13]==0)
		begin
			num=a;
			en=4'b0111;
		end
		if(ccnt[16:13]==1)
		begin
			num=b;
			en=4'b1011;
		end
		if(ccnt[16:13]==2)
		begin
			num=c;
			en=4'b1101;
		end
		if(ccnt[16:13]==3)
		begin
			num=d;
			en=4'b1110;
		end
		case(num)
			0:a_to_g=7'b0000001;
			1:a_to_g=7'b1001111;
			2:a_to_g=7'b0010010;
			3:a_to_g=7'b0000110;
			4:a_to_g=7'b1001100;
			5:a_to_g=7'b0100100;
			6:a_to_g=7'b0100000;
			7:a_to_g=7'b0001111;
			8:a_to_g=7'b0000000;
			9:a_to_g=7'b0000100;
			'hA: a_to_g=7'b0001000;
			'hB: a_to_g=7'b1100000;
			'hC: a_to_g=7'b0110001;
			'hD: a_to_g=7'b1000010;
			'hE: a_to_g=7'b0110000;
			'hF: a_to_g=7'b0111000;
		endcase
	end
endmodule
==> flow/run.sh <==
#!/bin/bash
# OpenROAD 26Q1-2900-gdf79404cd8, Yosys 0.63+post, stock flow scripts
make -C /OpenROAD-flow-scripts/flow DESIGN_CONFIG=/design/flow/config.mk WORK_HOME=/design/flow/orfs finish
==> flow/config.mk <==
export PLATFORM = sky130hd
export DESIGN_NAME = print
export DESIGN_NICKNAME = print
export VERILOG_FILES = /design/flow/design.v
export SDC_FILE = /design/flow/constraint.sdc
export NUM_CORES = 4
export LEC_CHECK = 1
export CORE_AREA = 10 10 107 107
export DIE_AREA = 0 0 117 117
==> flow/constraint.sdc <==
current_design print

set clk_period 8.5
set clk_io_pct 0.2

create_clock -name clk0 -period $clk_period [get_ports {clk}]

set non_clock_inputs [all_inputs -no_clocks]
set_input_delay [expr $clk_period * $clk_io_pct] -clock clk0 $non_clock_inputs
set_output_delay [expr $clk_period * $clk_io_pct] -clock clk0 [all_outputs]
==> results.py <==
# Generated from Yosys and OpenROAD reports
metrics = {
    "run_status": {
        "outcome": "finished clean",
    },
    "logic_synthesis": {
        "area_leaders": "dfxtp_1, ha_1, nand2b_1",
        "synthCells": 187,
        "ys_seq_share_pct": 38.8,
        "yosysMostFrequentCell": "dfxtp_1",
        "synth_top_cell_by_area": "dfxtp_1",
        "ys_ff": 32,
        "synthArstFlopShare_pct": 0,
        "synth_cell_types": 42,
        "synth_area_um2": 1650,
        "edf_count": 0,
        "yosysWarnings": 1,
        "postSynthAreaPerCell_um2": 8.84,
        "yosys-stat-cells": 187,
        "netlist_top_cells_count": "dfxtp_1, nand2_1, nand2b_1",
        "synthFlopType": "dfxtp_1",
        "synth_top_area_share_pct": 38.8,
        "yosys_area_um2": 1650,
    },
    "worst_setup_path": {
        "crit_fanout": 6,
        "critical_path.slowest_cell": "o31ai_1",
        "crit_path_cell_trace": "clkdlybuf4s50_1, nand2_1, a21oi_1, nor3_1, o31ai_1, inv_1, ha_1, mux2_2, mux2i_1",
        "critPathLaunchType": "input port",
        "endpoint_kind": "register",
        "required_ns": 8.71,
        "rrSetupSlack_ns": 4.67,
        "cp_slowest_stage_delay_ns": 0.68,
        "worstSetupPathType": "input port to register",
        "arrival_ns": 4.12,
    },
    "power_and_ir_drop": {
        "total_power_uw": 334,
        "p_leak_nw": 0.829,
        "p_sw_share_pct": 21.2,
        "switchingPower_uw": 70.7,
        "p_clk_share_pct": 43.2,
        "p_comb_share_pct": 10.1,
        "ir_worst_vdd_mv": 0.0863,
        "power_density_nw_per_um2": 156,
        "power_frac_seq_pct": 46.8,
        "p_int_uw": 263,
    },
    "clocking": {
        "hold_buffers": 0,
        "cts_root_buffer": "clkbuf_8",
        "cts_resized": 0,
        "cts_tree": "built",
        "clk_latency_ns": 0.28,
        "htreeDepth": 2,
        "post_cts_buffers": 0,
        "path_clk_slew_ns": 0.07,
        "cts_made_buffers": 5,
        "clk_path_buf_depth": 2,
        "cts.sinks": 32,
    },
    "final_timing": {
        "hold_violations": 0,
        "fin_setup_tns_ns": 0,
        "tightest_slew_ns": 0.754,
        "timing.fmax_mhz": 256,
        "fin_crit_sh_pct": 46.0,
        "fin_worst_skew_ns": 0.00790,
        "rsz0062_at_grt": "false",
        "slew_violations": 0,
        "min_period_ns": 3.91,
        "setup_viol": 0,
        "slew_headroom_pct": 49.3,
    },
    "routing": {
        "drtIter0Drc": 49,
        "num_vias": 1321,
        "diodes": 0,
        "post_drt_via_cell_ratio": 4.04,
        "drt_pass1_iterations": 4,
        "drc": 0,
        "wire_per_inst_um": 10.5,
        "wl_um": 3430,
        "ant_nets": 0,
    },
    "die": {
        "fp_util_pct": 18.0,
        "core_area_um2": 9200,
        "die_w_um": 117,
        "num_rows": 35,
        "die-area_um2": 13700,
        "ioPinCount": 32,
        "fp.dieH_um": 117,
    },
    "placement": {
        "hpwl_um": 2640,
        "portBuffers": 27,
        "dpl.cell_count": 319,
        "placed_area_um2": 2030,
        "place_congestion": 0.791,
    },
    "global_route": {
        "grt.total_usage_pct": 5.20,
        "grt_overflow_total": 0,
        "grt_pass1_vias": 1255,
        "grt_max_degree": 27,
        "antenna_found_initial": 0,
        "grt_first_pass_wirelength_um": 5840,
    },
    "layout": {
        "final_util_pct": 23.3,
        "design_area_um2": 2140,
        "final_layout_size_suffix_gt1_share_pct": 8.33,
        "regArea_um2": 641,
        "fillers": 988,
        "synthToLayoutAreaGrowth_pct": 29.8,
        "fin_cells": 327,
        "logic_area_um2": 927,
    },
    "job": {
        "max_cap_violations": 0,
        "tool_warnings": 34,
    },
    "min_path": {
        "hp-class": "register to register",
    },
}
-- sequential cells by signal, summed over array words and instances (netlist names) --
signal  cells
a_to_g      7
ccnt       17
en          4
num         4
-- layout by cell type (no fill, tap or decap), types with 2 or more instances in the layout --
cell type	Yosys	layout
nor3b_1	3	3
nor2_1	8	8
nand2b_1	13	13
a21oi_1	12	12
xor2_1	7	7
o31ai_1	2	2
nand3_1	8	8
xnor2_1	9	9
clkdlybuf4s50_1	0	27
nand4_1	6	6
nor3_1	8	8
dfxtp_1	32	32
nand2_1	16	16
a31oi_1	4	4
nor4_1	2	2
and3_1	6	6
buf_4	1	2
inv_1	10	10
or4_1	3	3
ha_1	7	7
mux2i_1	5	5
clkbuf_8	0	5
-- worst max-delay path, delay by kind of cell --
family / cells / cell delay (ns)
AOI/OAI and AO/OA: 2 / 0.85
buffers and inverters: 2 / 0.71
muxes: 2 / 0.39
adders and majority gates: 1 / 0.36
and+or+nand+nor: 2 / 0.12
-- path summary, 6_finish.rpt --
check        startpoint         to  depth (start not counted)
min reg2reg     ccnt[0]    ccnt[0]                          1
max reg2reg    ccnt[13]  a_to_g[3]                          9
max                c[0]  a_to_g[3]                          9
min             ccnt[0]    ccnt[0]                          1
-- per-stage QoR --
stage,setup WS [ns],hold WS [ns]
2_1_floorplan,5.16,0.380
3_3_place_gp,4.32,0.390
3_5_place_dp,4.29,0.400
4_1_cts,4.59,0.417
5_1_grt,4.34,0.436
6_report,4.59,0.409
-- kinds of logic after synthesis --
family                   count (synthesis)  share of synthesized area [%]
AND/OR/NAND/NOR                         80                           26.5
XOR/XNOR                                16                           8.48
multiplexers                             7                           5.07
buffers and inverters                   19                           5.15
flip-flops                              32                           38.8
AND-OR/OR-AND                           26                           10.7
adder cells (fa/ha/maj)                  7                           5.30
-- power by group through the flow --
stage	clock [mW]	combinational (mW)	sequential, mW
5_1_grt	0.157	0.0373	0.157
6_report	0.144	0.0336	0.156
4_1_cts	0.149	0.0343	0.156
-- area by class of cell --
| cell class | instances | share of cell area (%) |
|---|---|---|
| Clock buffer | 5 | 3.21 |
| Clock inverter | 3 | 1.98 |
| Inverter | 11 | 1.93 |
| Multi-Input combinational cell | 136 | 43.2 |
| Sequential cell | 32 | 29.9 |
| Tap cell | 111 | 6.48 |
| Timing Repair Buffer | 29 | 13.3 |
-- layer usage --
metal / global-route usage, % / vias up / wire length (um)
met5: 0 / - / 0
met4: 0.741 / 0 / 46
met3: 1.65 / 6 / 238
met2: 8.74 / 18 / 1550
met1: 6.55 / 592 / 1600
li1: - / 705 / -
Power and IR drop assume default switching activity.
